<file path="design/flow/run.sh">
#!/bin/bash
# OpenROAD 26Q1-2900-gdf79404cd8, Yosys 0.63+post, stock flow scripts
make -C /OpenROAD-flow-scripts/flow DESIGN_CONFIG=/design/flow/config.mk WORK_HOME=/design/flow/orfs finish
</file>
<file path="design/flow/config.mk">
export PLATFORM = sky130hd
export DESIGN_NAME = simplelfsr
export DESIGN_NICKNAME = simplelfsr
export VERILOG_FILES = /design/flow/design.v
export SDC_FILE = /design/flow/constraint.sdc
export NUM_CORES = 4
export LEC_CHECK = 1
export CORE_AREA = 10 10 78 78
export DIE_AREA = 0 0 88 88
</file>
<file path="design/flow/constraint.sdc">
current_design simplelfsr

set clk_period 1.5
set clk_io_pct 0.2

create_clock -name clk0 -period $clk_period [get_ports {clk}]

set non_clock_inputs [all_inputs -no_clocks]
set_input_delay [expr $clk_period * $clk_io_pct] -clock clk0 $non_clock_inputs
set_output_delay [expr $clk_period * $clk_io_pct] -clock clk0 [all_outputs]
</file>
<file path="design/flow/design.v">
module simplelfsr
(
	input clk,
	input reset,  
	input ena,
	output reg [21:0] lfsr
);
always @(posedge clk)
begin
	if(reset)
		lfsr<=4;	 
	else if(ena)
		lfsr<={lfsr[20:0],lfsr[21] ^ lfsr[20]};
end
endmodule
</file>
==> flow_metrics.py <==
# Physical implementation metrics
metrics = {
    "run_status": {
        "status": "finished clean",
    },
    "power": {
        "power.density_mw_per_mm2": 947,
        "irDropWorstVdd_v": 0.000699,
        "p_total_mw": 1.09,
        "p_leak_nw": 0.466,
    },
    "route": {
        "avgViaCountPerCell": 3.80,
        "first_iter_violations": 31,
        "antenna_left": 0,
        "n_antenna_cell": 0,
        "wl_per_cell_um": 11.2,
        "vias": 570,
        "wl_um": 1680,
        "drcViolationCount": 0,
        "dr.pass1.iters": 3,
    },
    "clock_network": {
        "cts_root_buf": "clkbuf_8",
        "clk_path_buf_depth": 2,
        "htree_levels": 1,
        "cts_inserted_buffers": 3,
        "cts_tree": "yes",
        "clock_latency_ns": 0.26,
        "path_clk_slew_ns": 0.08,
        "clkSinkCount": 22,
    },
    "timing": {
        "hold_violations": 0,
        "slew_headroom": 0.893,
        "worstMarginPinSlew_ns": 0.160,
        "drv_slew": 0,
        "rsz0062_at_grt": "false",
        "setup_tns_ns": 0,
        "fmaxAchievable_ghz": 0.707,
        "fin_worst_skew_ns": 0.00750,
        "setup_viol": 0,
        "fin_crit_ns": 1.42,
        "finalCritPeriodShare": 0.943,
    },
    "logic_synthesis": {
        "synth_chip_area_um2": 811,
        "synth_area_um2": 811,
        "synthCells": 72,
        "yosys_warnings": 1,
        "ys.flops": 22,
        "synth_seq_share": 0.543,
        "ys_types": 11,
        "ys_cells": 72,
        "syn_avg_cell_area_um2": 11.3,
    },
    "die": {
        "core_area_mm2": 0.00441,
        "row_count": 24,
        "die_w_um": 88,
        "fp_util": 0.184,
        "die_h_um": 88,
        "io_pins": 25,
        "dieArea_mm2": 0.00774,
    },
    "grt": {
        "grt_usage": 0.0411,
        "grt.overflow.total": 0,
        "grt_first_pass_wirelength_um": 2570,
        "grt_max_degree": 25,
        "grt_pass1_vias": 524,
        "antenna_found_initial": 0,
    },
    "flow_run": {
        "max_cap_violations": 0,
        "tool_warnings": 25,
    },
    "setup_path": {
        "cp-end-kind": "primary output",
        "worst-setup-path-type": "reg -> out",
        "arrival_ns": 1.12,
        "crit_chain": "clkdlybuf4s50_1",
        "start_kind": "flop",
        "crit_family": "buffers and inverters",
        "worst_ep_required_time_ns": 1.20,
        "max_stage_delay_ns": 0.49,
        "path_buffers": 1,
        "slowest_stage": "clkdlybuf4s50_1",
        "cp_max_fo": 3,
    },
    "place": {
        "routabilityCongestion": 0.717,
        "place_hpwl_um": 1240,
        "io_buffers": 24,
    },
    "final_layout": {
        "fillers": 451,
        "largest_reg_flops": 22,
        "drive_gt1_frac": 0.0816,
        "logic_area_um2": 310,
        "seq_area_um2": 442,
        "area_delta_synth_final_pct": 41.5,
        "reg_top3": "lfsr (22)",
        "top_register": "lfsr",
    },
    "min_path": {
        "min_path_type": "reg -> reg",
    },
}
[logic make-up (layout without fill, tap and decap cells)]
logic type                after synthesis  count (layout)  share of synthesized area
and+or+nand+nor                        22              22                      0.105
xor gates and xnor gates                1               1                     0.0108
muxes                                  20              20                      0.247
buffers and inverters                   5              31                     0.0741
AOI/OAI and AO/OA                       2               2                     0.0201
DFF                                    22              22                      0.543
[per-stage QoR]
step                 util  setup slack [ns]  std cells  area, µm²  hold slack, ns
floorplan               -             0.591         72        811           0.373
global placement    0.247            0.0923        146       1090           0.478
detailed placement  0.247            0.0764        146       1090           0.491
CTS                 0.260            0.0334        150       1150           0.507
global route        0.260            0.0190        150       1150           0.532
finish              0.260            0.0848        150       1150           0.505
[repair_timing]
action                                  CTS  global route
resized                                   0             1
setup buffers                             0             0
endpoints found under the setup margin    0             1
hold buffers                              0             0
[power breakdown]
part           total [mW]  internal, mW  switching (mW)
clock network       0.415         0.234           0.181
logic              0.0730        0.0425          0.0305
registers           0.598         0.592         0.00626
[cell type report]
cell class	instances	area share
clock buffer	4	0.0480
multi-input combinational	45	0.270
sequential	22	0.385
tap	52	0.0567
timing repair buffer	27	0.240
[metal layers]
metal / up-vias / track usage / part of all wire
li1: 288 / - / -
met1: 263 / 0.0496 / 0.46
met2: 17 / 0.0635 / 0.41
met3: 2 / 0.0253 / 0.12
met4: 0 / 0.00435 / 0.0071
met5: - / 0 / 0
[final timing paths]
check / to / depth (start not counted) / slack, ns / startpoint
max reg2reg: lfsr[2]$_SDFFE_PP1P_ / 2 / 0.73 / lfsr[2]$_SDFFE_PP1P_
min reg2reg: lfsr[2]$_SDFFE_PP1P_ / 1 / 0.51 / lfsr[1]$_SDFFE_PP0P_
max: lfsr[21] / 1 / 0.08 / lfsr[21]$_SDFFE_PP0P_
min: lfsr[2]$_SDFFE_PP1P_ / 1 / 0.51 / lfsr[1]$_SDFFE_PP0P_
[cell usage after synthesis]
| library cell | instances | area share |
|---|---|---|
| nor2_1 | 21 | 0.097 |
| mux2i_1 | 20 | 0.25 |
| nor2b_1 | 1 | 0.0077 |
| dfxtp_1 | 22 | 0.54 |
| a211oi_1 | 1 | 0.0093 |
| xnor2_1 | 1 | 0.011 |
| buf_6 | 1 | 0.014 |
| a211o_1 | 1 | 0.011 |
| buf_2 | 1 | 0.0062 |
| buf_12 | 2 | 0.049 |
| clkbuf_1 | 1 | 0.0046 |
[cell usage in the layout (no fill, tap or decap), drive strengths merged]
master | netlist | layout
a211o | 1 | 1
xnor2 | 1 | 1
nor2 | 21 | 21
nor2b | 1 | 1
clkbuf | 1 | 4
clkdlybuf4s50 | 0 | 24
buf | 4 | 3
a211oi | 1 | 1
mux2i | 20 | 20
dfxtp | 22 | 22
No activity file was given, so power comes from the tool's default toggle rates.
